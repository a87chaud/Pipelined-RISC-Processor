### flow/config.mk
export PLATFORM = sky130hd
export DESIGN_NAME = alu
export DESIGN_NICKNAME = alu
export VERILOG_FILES = /design/flow/design.v
export SDC_FILE = /design/flow/constraint.sdc
export NUM_CORES = 4
export LEC_CHECK = 1
export CORE_UTILIZATION = 40
### flow/constraint.sdc
current_design alu

set clk_period 17.2
set clk_io_pct 0.2

create_clock -name clk0 -period $clk_period

set non_clock_inputs [all_inputs -no_clocks]
set_input_delay [expr $clk_period * $clk_io_pct] -clock clk0 $non_clock_inputs
set_output_delay [expr $clk_period * $clk_io_pct] -clock clk0 [all_outputs]
### flow/design.v
module alu #()
(
    input [31:0] pc,
    input [31:0] a,
    input [31:0] b,
    input  [3:0] alu_select,
    output reg signed [31:0] alu_result
);
always @(*) begin
    if (pc == 32'h01000018) begin
    end
    case (alu_select)
        4'b0000: alu_result = $signed(a) + $signed(b);
        4'b0001: alu_result = $signed(a) - $signed(b);
        4'b0010: alu_result = a & b;
        4'b0011: alu_result = a | b;
        4'b0100: alu_result = a ^ b;
        4'b0101: alu_result = a << b[4:0];
        4'b0110: alu_result = a >> b[4:0];
        4'b0111: alu_result = $signed(a) >>> b[4:0];
        4'b1000: alu_result = $signed(a) <<< b[4:0];
        4'b1001: alu_result = (a + (b << 12));
        4'b1010: alu_result = ($signed(a) < $signed(b)) ? 32'h00000001 : 0;
        4'b1011: alu_result = (a < b) ? 32'h00000001 : 0;
        default: alu_result = 0;
    endcase
end
endmodule
### flow/run.sh
#!/bin/bash
# OpenROAD 26Q1-2900-gdf79404cd8, Yosys 0.63+post, stock flow scripts
make -C /OpenROAD-flow-scripts/flow DESIGN_CONFIG=/design/flow/config.mk WORK_HOME=/design/flow/orfs finish
==> results.tsv <==
metric	value	unit
first_pass_iters	5	
grt_setup_unrepaired	false	
finalSetupViolCount	0	
start_kind	input port	
ios	132	
cp_max_fo	50	
hold_depth	5	
grt_pass1_vias	10500	
grt_usage	0.350	
drt-wirelength-per-cell	23.8	um
areaGrowthSynthToFinish	11.3	%
ys_warn_count	1	
final_util	0.455	
yosysSeqAreaShare	0	
grt_overflow	0	
grt_antenna_before_repair	0	
n_clock_buffer	0	
ys_chip_area	0.00960	mm2
logic_area	0.00878	mm2
hold_class	in -> out	
ys_cells	1461	
worstSetupPathType	in -> out	
syn_inst	1461	
ir_drop	15.0	uV
drc	0	
p_per_area	34.2	mW/mm2
post-route-min-period	11.64	ns
worst_slew_margin_rel	0.396	
layout-drive-gt1-share	0.0624	
n_fill_cell	2465	
fmax	85.9	MHz
syn_avg_cell_area	6.57	um2
die_h	157	um
place_hpwl	32900	um
warnings	132	
hold_viol	0	
required	13.76	ns
vias	11700	
cap_violations	0	
fin_crit_sh	0.677	
portBuffers	100	
cts_setup_buffers	0	
antenna_left	0	
viasPerCell	6.52	
synth.distinct_cells	92	
pwr-share-comb	1.000	
min_from	b[0]	
maxSlewViolCount	0	
status	complete, no violations	
fp-utilization	0.409	
final.setup.tns	0	ns
drtIter0Drc	1387	
power.switching	222	uW
route.antenna.diode_count	0	
chipWidth	157	um
design.core.area	0.0235	mm2
cellLeakagePower	4.44	nW
crit_start	b[1]	
dieArea	0.0246	mm2
clockPowerShare	0	
syn_area	0.00960	mm2
grt_pass1_wl	63500	um
cts_hold_buffers	0	
swShare	0.606	
crit_path_end_kind	output pin	
tightest_slew	0.904	ns
regArea	0	um2
drt_wl_total	42700	um
flops	0	
cts_resized	0	
place_congestion	1.06	
core.rowCount	56	
p_int	144	uW
grt_max_degree	74	
cp.arrival	8.20	ns
p_seq_frac	0	
==> worst paths after layout <==
kind | to | slack (ns)
max | alu_result[31] | 5.56
min | alu_result[12] | 7.95
==> final cells by class <==
cell class                      count  share of cell area
Multi-Input combinational cell   1253               0.822
Timing Repair Buffer              119               0.105
Tap cell                          319              0.0374
Inverter                          102              0.0358
==> Yosys cell counts, types with 12 or more instances <==
cell / number / area (um2)
o21ai_0: 145 / 726
nor3_1: 32 / 160
a21o_1: 27 / 203
mux2_2: 13 / 146
o31ai_1: 12 / 90.1
nand2b_1: 25 / 156
clkbuf_1: 63 / 236
ha_1: 119 / 1490
buf_2: 24 / 120
o22ai_1: 21 / 131
xnor2_1: 14 / 123
mux4_2: 21 / 473
buf_1: 13 / 48.8
nand2_1: 86 / 323
o211ai_1: 30 / 225
o21bai_1: 15 / 113
a22oi_1: 15 / 113
a21oi_1: 152 / 761
nand3_1: 21 / 105
mux2i_1: 48 / 480
nand4_1: 18 / 113
a221oi_1: 23 / 201
or3_1: 14 / 87.6
nor2_1: 193 / 724
a211o_1: 16 / 140
inv_1: 95 / 357
a221o_1: 14 / 140
a211oi_1: 27 / 203
==> per-stage QoR <==
step / power, mW / std cells / setup slack, ns / instance area, um2 / hold WS [ns]
final: 0.366 / 1793 / 5.56 / 10700 / 7.95
after global routing: 0.395 / 1793 / 5.30 / 10700 / 7.99
after CTS: 0.357 / 1793 / 5.71 / 10700 / 7.95
after detailed placement: 0.355 / 1793 / 5.76 / 10700 / 7.95
after global placement: 0.356 / 1793 / 5.70 / 10700 / 7.95
after floorplan: 0.227 / 1461 / 7.07 / 9600 / 6.97
==> cells in the final DEF (no fill, tap or decap), types with 13 or more instances in the layout <==
cell type,synthesis,final
buf_4,4,20
o21bai_1,15,15
mux2_2,13,13
nor3_1,32,30
a211oi_1,27,27
mux2i_1,48,48
o211ai_1,30,30
o22ai_1,21,21
nand2_1,86,86
a22oi_1,15,15
nand3_1,21,21
a221o_1,14,14
a21o_1,27,27
nor2_1,193,193
nand4_1,18,18
ha_1,119,119
or3_1,14,14
a21oi_1,152,152
clkdlybuf4s50_1,0,95
xnor2_1,14,14
nand2b_1,25,25
mux4_2,21,21
a221oi_1,23,23
o21ai_0,145,145
inv_1,95,94
a211o_1,16,16
==> logic make-up after synthesis <==
| kind of cell | after synthesis | share of synthesized area |
|---|---|---|
| XOR/XNOR | 23 | 0.0210 |
| AND-OR/OR-AND | 587 | 0.405 |
| buffers and inverters | 208 | 0.0870 |
| AND/OR/NAND/NOR | 439 | 0.211 |
| multiplexers | 82 | 0.115 |
| adder cells (fa/ha/maj) | 122 | 0.161 |
==> worst max-delay path: stages <==
cell             delay, ns
buf_4                 0.46
clkinv_1              0.59
ha_1                  0.51
o21ba_1               0.18
nor2_1                0.18
o2bb2ai_1             0.28
a211oi_2              0.22
o21ai_1               0.25
a31oi_1               0.28
o41ai_1               0.75
o22ai_1               0.18
a2bb2oi_1             0.17
o211ai_1              0.18
clkdlybuf4s50_1       0.49
==> power groups by stage <==
stage         Sequential (mW)  Combinational (mW)  Clock [mW]
CTS                         0               0.357           0
global route                0               0.395           0
finish                      0               0.366           0
==> per-layer routing <==
metal / wire [um] / track usage / part of all wire
met1: 18700 / 0.519 / 0.44
met2: 18100 / 0.514 / 0.42
met3: 4640 / 0.0720 / 0.11
met4: 1370 / 0.0948 / 0.032
met5: 0 / 0 / 0
Power is estimated from default activity; no workload was simulated.
